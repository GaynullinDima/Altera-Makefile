--- ./config.mk ---
export PLATFORM = sky130hd
export DESIGN_NAME = countpro
export DESIGN_NICKNAME = countpro
export VERILOG_FILES = /design/flow/design.v
export SDC_FILE = /design/flow/constraint.sdc
export NUM_CORES = 4
export LEC_CHECK = 1
export CORE_UTILIZATION = 30
--- ./constraint.sdc ---
current_design countpro

set clk_period 2.1
set clk_io_pct 0.2

create_clock -name clk0 -period $clk_period [get_ports {CLK_50MHZ}]

set non_clock_inputs [all_inputs -no_clocks]
set_input_delay [expr $clk_period * $clk_io_pct] -clock clk0 $non_clock_inputs
set_output_delay [expr $clk_period * $clk_io_pct] -clock clk0 [all_outputs]
--- ./design.v ---
`timescale 1ns / 1ps
module countpro(
    output VGA_RED,
    output VGA_GREEN,
    output VGA_BLUE,
    output VGA_HSYNC,
    output VGA_VSYNC,
	 output [3:0] leds,
	 input  [3:0] btns,
	 input  CLK_50MHZ
    );
reg clk;
always @(posedge CLK_50MHZ)
clk <= ~clk;
wire inDisplayArea;
wire [9:0] CounterX;
wire [8:0] CounterY;
VidSync_Gen syncgen(.clk(clk), .VGA_HSYNC(VGA_HSYNC), .VGA_VSYNC(VGA_VSYNC), 
  .inDisplayArea(inDisplayArea), .CounterX(CounterX), .CounterY(CounterY));
reg [9:0] PaddlePosition, AutoPaddlePosition;
always @(posedge clk)
if(btns[0] ^ btns[1])
begin
	if(btns[0])
	begin
		if(~&PaddlePosition)         
			PaddlePosition <= PaddlePosition + 1;
	end
	else
	begin
		if(|PaddlePosition)         
			PaddlePosition <= PaddlePosition - 1;
	end
end
reg [9:0] ballX;
reg [8:0] ballY;
reg ball_inX, ball_inY;
always @(posedge clk)
if(ball_inX==0) ball_inX <= (CounterX==ballX) & ball_inY; else ball_inX <= !(CounterX==ballX+16);
always @(posedge clk)
if(ball_inY==0) ball_inY <= (CounterY==ballY); else ball_inY <= !(CounterY==ballY+16);
wire ball = ball_inX & ball_inY;
wire border = (CounterX[9:3]==0) || (CounterX[9:3]==72) || (CounterY[8:3]==0) || (CounterY[8:3]==59);
wire manualpaddle = (CounterX>=PaddlePosition+8) && (CounterX<=PaddlePosition+120) && (CounterY[8:4]==27);
wire autopaddle = (CounterX>=(AutoPaddlePosition-60)+8) && (CounterX<=(AutoPaddlePosition-60)+120) && (CounterY[8:4]==27);
wire paddle = (0 ? (autopaddle) : manualpaddle);  
wire BouncingObject = border | paddle;  
reg ball_dirX, ball_dirY;
reg ResetCollision;
always @(posedge clk) ResetCollision <= (CounterY==500) & (CounterX==0);   
reg CollisionX1, CollisionX2, CollisionY1, CollisionY2;
always @(posedge clk) if(ResetCollision) CollisionX1<=0; else if(BouncingObject & (CounterX==ballX   ) & (CounterY==ballY+ 8)) CollisionX1<=1;
always @(posedge clk) if(ResetCollision) CollisionX2<=0; else if(BouncingObject & (CounterX==ballX+16) & (CounterY==ballY+ 8)) CollisionX2<=1;
always @(posedge clk) if(ResetCollision) CollisionY1<=0; else if(BouncingObject & (CounterX==ballX+ 8) & (CounterY==ballY   )) CollisionY1<=1;
always @(posedge clk) if(ResetCollision) CollisionY2<=0; else if(BouncingObject & (CounterX==ballX+ 8) & (CounterY==ballY+16)) CollisionY2<=1;
assign leds[0] = CollisionX1;
assign leds[1] = CollisionX2;
assign leds[2] = btns[0];
assign leds[3] = btns[1];
wire UpdateBallPosition = ResetCollision;   
always @(posedge clk)
if(UpdateBallPosition)  
begin
	if(~(CollisionX1 & CollisionX2))         
	begin
		ballX <= ballX + (ball_dirX ? (-3 ) : (3));   
		if(CollisionX2) ball_dirX <= 1; else if(CollisionX1) ball_dirX <= 0;
	end
	if(~(CollisionY1 & CollisionY2))         
	begin
		ballY <= ballY + (ball_dirY ? (-3 ) : (3));  
		if(CollisionY2) ball_dirY <= 1; else if(CollisionY1) ball_dirY <= 0;
	end
	AutoPaddlePosition <= ((ballX<=60) ? 60 : (ballX>=520) ? 520 : ballX);   
end 
wire R = ((~btns[3] & (border | paddle | ball)) | (btns[3] & (border | paddle)));
wire G = ((~btns[3] & (border | paddle | ball)) | (btns[3] & (border)));
wire B = ((~btns[3] & (border | paddle | ball)) | (btns[3] & (ball)));
reg VGA_R, VGA_G, VGA_B;
assign VGA_RED   = VGA_R;
assign VGA_GREEN = VGA_G;
assign VGA_BLUE  = VGA_B;
always @(posedge clk)
begin
  VGA_R <= R & inDisplayArea;
  VGA_G <= G & inDisplayArea;
  VGA_B <= B & inDisplayArea;
end
endmodule
module VidSync_Gen(clk, VGA_HSYNC, VGA_VSYNC, inDisplayArea, CounterX, CounterY);
input clk;
output VGA_HSYNC, VGA_VSYNC;
output inDisplayArea;
output [9:0] CounterX;
output [8:0] CounterY;
reg [9:0] CounterX;
reg [8:0] CounterY;
wire CounterXmaxed = (CounterX==10'h2FF);
always @(posedge clk)
if(CounterXmaxed)
	CounterX <= 0;
else
	CounterX <= CounterX + 1;
always @(posedge clk)
if(CounterXmaxed) CounterY <= CounterY + 1;
reg	vga_HS, vga_VS;
always @(posedge clk)
begin
	vga_HS <= (CounterX[9:4]==6'h28);  
	vga_VS <= (CounterY==479);  
end
reg inDisplayArea;
always @(posedge clk)
if(inDisplayArea==0)
	inDisplayArea <= (CounterXmaxed) && (CounterY<480);
else
	inDisplayArea <= !(CounterX==639);
assign VGA_HSYNC = ~vga_HS;
assign VGA_VSYNC = ~vga_VS;
endmodule
--- ./run.sh ---
#!/bin/bash
# OpenROAD 26Q1-2900-gdf79404cd8, Yosys 0.63+post, stock flow scripts
make -C /OpenROAD-flow-scripts/flow DESIGN_CONFIG=/design/flow/config.mk WORK_HOME=/design/flow/orfs finish
==> results.py <==
# Auto-generated metrics
metrics = {
    "detailed_routing": {
        "vias": 3504,
        "wl_met2_um": 4310,
        "routed_wl_um": 9280,
        "num_antenna_cells": 0,
        "drc_errors": 0,
        "met1_length_um": 4790,
        "via_per_inst": 4.92,
        "drt_iter0_drc": 151,
        "wl_per_cell_um": 13.0,
        "drt_first_pass_iters": 4,
        "drtAntennaViolNets": 0,
        "top_layer": "met3",
        "wl_met3_um": 183,
    },
    "final_timing": {
        "fin_skew_ns": 0,
        "unconstrained_endpoints": 110,
        "fmax_mhz": 553,
        "finalSetupViolCount": 0,
        "hold_viol": 0,
        "maxSlewViolCount": 0,
        "whs_ns": 0.369,
        "unclocked_pins": 63,
        "relSlewSlack_pct": 44.4,
        "period_minus_slack_ns": 1.81,
        "setup_ws_ns": 0.291,
        "tightest_slew_ns": 0.833,
        "tns_ns": 0,
        "period_used_pct": 86.1,
        "grt_setup_unrepaired": "no",
    },
    "floorplanning": {
        "die_x_um": 130,
        "die_h_um": 130,
        "rows": 46,
        "coreArea_um2": 15900,
        "ios": 14,
        "fp_util_pct": 30.9,
        "die_area_um2": 17000,
    },
    "global_routing": {
        "grt_first_pass_wirelength_um": 16300,
        "grt_max_degree": 64,
        "grt_usage_pct": 11.9,
        "grt_antenna_before_repair": 0,
        "grt_overflow_total": 0,
        "grt_pass1_vias": 3399,
    },
    "clock_tree": {
        "cts_resized": 0,
        "post_cts_buffers": 0,
        "clkLatencyLatePin_ns": 0,
        "cts_hold_buffers": 0,
        "clkTransAtPathRegs_ns": 0,
    },
    "cells_and_area": {
        "drive_above_1_share_pct": 5.24,
        "area_growth_pct": 5.68,
        "lay_top_count": "ha_1",
        "fin_cells": 712,
        "final_cell_mix": "51 x ha_1, 40 x edfxtp_1, 38 x xnor2_1",
    },
    "worst_setup_path": {
        "path_depth": 2,
        "slowest_delay_ns": 0.50,
        "worst-path-buf-inv": 2,
        "arrival_ns": 1.39,
        "crit_top_cell": "clkdlybuf4s50_1",
        "crit_fanout": 3,
        "startpoint_type": "input pin",
        "cp.required_ns": 1.68,
        "cp-end-kind": "output port",
        "reg2reg_depth": 1,
        "critPathKind": "input pin to output port",
        "cp_top_family": "buffers and inverters",
        "slowest_stage": "clkdlybuf4s50_1",
        "path_cells": "clkdlybuf4s50_1 > clkdlybuf4s50_1",
        "rrSetupSlack_ns": 1.65,
    },
    "synthesis": {
        "synth-async-reset-ratio_pct": 0,
        "syn_area_um2": 4930,
        "syn_avg_cell_area_um2": 9.84,
        "yosysWarnings": 2,
        "synth-edff-count": 40,
        "synth.distinct_cells": 70,
        "synth_flops": 64,
        "synthCells": 501,
        "flop_cell": "edfxtp_1",
        "yosys_area_um2": 4930,
        "ys_seq_share_pct": 34.1,
        "ys_cells": 501,
    },
    "run_status": {
        "status": "finished, final reports clean",
    },
    "placed_design": {
        "gp_congestion": 0.845,
        "placed_cells": 712,
        "place_ws_ns": 0.271,
        "io_buffers": 12,
        "dp_hpwl_um": 7340,
    },
    "min_path": {
        "hold_depth": 1,
        "hold_path_class": "flip-flop to flip-flop",
    },
    "flow_run": {
        "warning_count": 33,
        "maxCapViolCount": 0,
    },
    "pwr": {
        "power_density_nw_per_um2": 20.7,
        "vdd_drop_max_mv": 0.0364,
        "power_leakage_uw": 0.00215,
    },
}
## path summary, 6_finish.rpt
check	startpoint	to
worst min register to register	clk	clk
worst max register to register	clk	clk
worst min-delay path	clk	clk
worst max-delay path	btns[1]	leds[3]
## final cells by class
cell class	count	area, µm²
Inverter	30	113
Multi-Input combinational cell	385	2990
Fill cell	1590	10700
Sequential cell	64	1680
Tap cell	216	270
Timing Repair Buffer	17	158
## sequential cells by signal (all words and copies together) (netlist names)
name	cells
syncgen.inDisplayArea	1
VGA_G	1
syncgen.CounterY	9
PaddlePosition	10
ball_dirY	1
CollisionY1	1
VGA_B	1
syncgen.vga_VS	1
ball_inX	1
CollisionX2	1
VGA_R	1
ballX	10
ballY	9
CollisionY2	1
CollisionX1	1
ball_dirX	1
ResetCollision	1
syncgen.vga_HS	1
syncgen.CounterX	10
clk	1
ball_inY	1
## stage by stage
stage | util, % | instance area [µm²] | power (µW)
5_1_grt | 32.7 | 5210 | 118
4_1_cts | 32.7 | 5210 | 109
3_5_place_dp | 32.7 | 5210 | 108
6_report | 32.7 | 5210 | 108
2_1_floorplan | - | 4930 | 85.4
3_3_place_gp | 32.7 | 5210 | 106
## layer usage
| layer | vias up | GRT usage, % |
|---|---|---|
| met5 | - | 0 |
| met1 | 1649 | 19.0 |
| met2 | 42 | 19.6 |
| met4 | 0 | 0.0684 |
| met3 | 0 | 0.251 |
| li1 | 1813 | - |
## cell usage after synthesis, drive strengths merged (4+ instances only)
cell type,instances,area (µm²)
edfxtp,40,1200
clkbuf,5,18.8
nand3b,5,37.5
a31oi,5,31.3
nand3,19,95.1
ha,51,638
a21oi,20,108
nand2b,10,62.6
or4,8,63.8
o211ai,5,42.5
xnor2,38,333
dfxtp,24,480
nor3,14,91.3
buf,17,130
o21a,5,37.5
or3,6,37.5
o31ai,4,40.0
mux2i,4,40.0
nor2b,8,50.1
nand4,5,31.3
a211oi,8,70.1
nor2,29,109
o21ai,11,55.1
xor2,34,298
and3,10,62.6
and2,5,31.3
a21o,12,91.3
inv,30,113
nand2,26,97.6
## cell families (layout without fill, tap and decap cells)
| group | Yosys count | count (layout) | synth area share [%] |
|---|---|---|---|
| muxes | 5 | 5 | 1.04 |
| adders and majority gates | 54 | 54 | 14.2 |
| and+or+nand+nor | 156 | 156 | 17.3 |
| AOI/OAI and AO/OA | 98 | 98 | 15.3 |
| DFF | 64 | 64 | 34.1 |
| buffers and inverters | 52 | 47 | 5.30 |
| xor gates and xnor gates | 72 | 72 | 12.8 |
## where the power goes
group | total (µW) | internal (µW) | switching, µW
logic | 78.6 | 39.1 | 39.5
clock network | 0 | 0 | 0
registers | 29.0 | 29.0 | 0
Power is estimated from default activity; no workload was simulated.
